==> flow/design.v <==
module simplified_sha256 #(parameter integer NUM_OF_WORDS = 20)(
 input logic  clk, reset_n, start,
 input logic  [15:0] message_addr, output_addr,
 output logic done, mem_clk, mem_we,
 output logic [15:0] mem_addr,
 output logic [31:0] mem_write_data,
 input logic [31:0] mem_read_data);
enum logic [2:0] {IDLE, PREP, READ, BLOCK, COMPUTE, CHECK, WRITE} state;
logic [31:0] w[64];
logic [31:0] message[NUM_OF_WORDS*5];
logic [31:0] wt;
logic [31:0] h0, h1, h2, h3, h4, h5, h6, h7;
logic [31:0] a, b, c, d, e, f, g, h;
logic [ 7:0] i, j;
logic [15:0] offset;  
logic [ 7:0] num_blocks;
logic        cur_we;
logic [15:0] cur_addr;
logic [31:0] cur_write_data;
logic [ 7:0] tstep;
logic [15:0] temp_write_addr;
logic [31:0] Su0, Su1;
logic [255:0] hash;
logic [31:0] sha_temp[8];
parameter int k[0:63] = '{
   32'h428a2f98,32'h71374491,32'hb5c0fbcf,32'he9b5dba5,32'h3956c25b,32'h59f111f1,32'h923f82a4,32'hab1c5ed5,
   32'hd807aa98,32'h12835b01,32'h243185be,32'h550c7dc3,32'h72be5d74,32'h80deb1fe,32'h9bdc06a7,32'hc19bf174,
   32'he49b69c1,32'hefbe4786,32'h0fc19dc6,32'h240ca1cc,32'h2de92c6f,32'h4a7484aa,32'h5cb0a9dc,32'h76f988da,
   32'h983e5152,32'ha831c66d,32'hb00327c8,32'hbf597fc7,32'hc6e00bf3,32'hd5a79147,32'h06ca6351,32'h14292967,
   32'h27b70a85,32'h2e1b2138,32'h4d2c6dfc,32'h53380d13,32'h650a7354,32'h766a0abb,32'h81c2c92e,32'h92722c85,
   32'ha2bfe8a1,32'ha81a664b,32'hc24b8b70,32'hc76c51a3,32'hd192e819,32'hd6990624,32'hf40e3585,32'h106aa070,
   32'h19a4c116,32'h1e376c08,32'h2748774c,32'h34b0bcb5,32'h391c0cb3,32'h4ed8aa4a,32'h5b9cca4f,32'h682e6ff3,
   32'h748f82ee,32'h78a5636f,32'h84c87814,32'h8cc70208,32'h90befffa,32'ha4506ceb,32'hbef9a3f7,32'hc67178f2
};
assign num_blocks = determine_num_blocks(NUM_OF_WORDS); 
assign tstep = (i - 1);
function logic [15:0] determine_num_blocks(input logic [31:0] size);
begin
  determine_num_blocks = (((size >> 4) << 4) == size) ? size >> 4 : (size >> 4) + 1 ;
end
endfunction
function logic [255:0] sha256_op(input logic [31:0] a, b, c, d, e, f, g, h, w,
                                 input logic [7:0] t);
    logic [31:0] S1, S0, ch, maj, t1, t2;  
begin
    S1 = rightrotate(e, 6) ^ rightrotate(e, 11) ^ rightrotate(e, 25);
	 ch = (e & f) ^ ((~e) & g);
    t1 = h + S1 + ch + k[t] + w;
    S0 = rightrotate(a, 2) ^ rightrotate(a, 13) ^ rightrotate(a, 22);
    maj = (a & b) ^ (a & c) ^ (b & c);
    t2 = S0 + maj;
    sha256_op = {t1 + t2, a, b, c, d + t1, e, f, g};
end
endfunction
function logic [31:0] wi_calc(input logic [31:0]w15, w2, w16, w7);
	logic [31:0] S1,S0;
	begin
			S0 = rightrotate(w15,7) ^ rightrotate(w15,18) ^ (w15 >> 3);
			S1 = rightrotate(w2,17) ^ rightrotate(w2,19) ^ (w2 >> 180);
			wi_calc = S0 + S1 + w7 + w16;
	end
endfunction
assign mem_clk = clk;
assign mem_addr = cur_addr + offset;
assign mem_we = cur_we;
assign mem_write_data = cur_write_data;
function logic [31:0] rightrotate(input logic [31:0] x,
                                  input logic [ 7:0] r);
begin
	rightrotate = (x >> r) | (x << (32-r));
end
endfunction
always_ff @(posedge clk, negedge reset_n)
begin
  if (!reset_n) begin
    cur_we <= 1'b0;
    state <= IDLE;
  end 
  else case (state)
    IDLE: begin 
       if(start) begin
			h0 <= 32'h6a09e667;
			h1 <= 32'hbb67ae85;
			h2 <= 32'h3c6ef372;
			h3 <= 32'ha54ff53a;
			h4 <= 32'h510e527f;
			h5 <= 32'h9b05688c;
			h6 <= 32'h1f83d9ab;
			h7 <= 32'h5be0cd19; 
			a <= 32'h6a09e667;
			b <= 32'hbb67ae85;
			c <= 32'h3c6ef372;
			d <= 32'ha54ff53a;
			e <= 32'h510e527f;
			f <= 32'h9b05688c;
			g <= 32'h1f83d9ab;
			h <= 32'h5be0cd19; 
			cur_addr <= message_addr;
			temp_write_addr <= output_addr;
			cur_we <= 1'b0;
			offset <= 16'b0;
			i <= 8'b0;
			j <= 8'b0;
			state <= PREP;
       end
    end
	 PREP:begin
		state <= READ;
    end 
	  READ: begin
		if(offset < (num_blocks * 16)) begin
			if(offset < NUM_OF_WORDS) 
				begin
					message[offset] <= mem_read_data;
					offset <= offset + 1;
					state <= PREP;
				end
			else begin
				if(offset == NUM_OF_WORDS) begin
					message[offset] <= 32'h80000000;
				end
				else if(offset == ((num_blocks * 16)-1)) begin
					message[offset] <= 32*NUM_OF_WORDS;
				end
				else begin
					message[offset] <= 32'h0;
				end
				offset <= offset + 1;
				state <= READ;
			end
		end				
		else begin
			offset <= 0;
			i <= 0;
			state <=BLOCK;
		end
	end
    BLOCK: begin
			if(j < num_blocks) begin
				if(i<64) begin
					if(i<16) begin
						w[i] <= message[i + j*16];
						i <= i + 1;
						state <= BLOCK;
					end
					else begin  
						w[i] <= wi_calc(w[i-15], w[i-2], w[i-16], w[i-7]);
						i <= i + 1;
						state <= BLOCK;
					end
				end
				else begin
					i <= 0;
					j <= j + 1;
					state <= COMPUTE;
				end
			end
			else begin
				state <= CHECK;
			end
    end
    COMPUTE: begin
        if (i < 64) begin
				{a, b, c, d, e, f, g, h} <= sha256_op(a,b,c,d,e,f,g,h,w[i],i);;
				i <= i + 1;
				state <= COMPUTE;
		 end
		 else begin
		 h0 <= a + h0;
		 h1 <= b + h1;
		 h2 <= c + h2;
		 h3 <= d + h3;
		 h4 <= e + h4;
		 h5 <= f + h5;
		 h6 <= g + h6;
		 h7 <= h + h7;
		 a <= a + h0;
		 b <= b + h1;
		 c <= c + h2;
		 d <= d + h3;
		 e <= e + h4;
		 f <= f + h5;
		 g <= g + h6;
		 h <= h + h7;
		 i <= 0;
		 state <= BLOCK;
     end
    end
	 CHECK:begin
			sha_temp[0] <= h0;
			sha_temp[1] <= h1;
			sha_temp[2] <= h2;
			sha_temp[3] <= h3;
			sha_temp[4] <= h4;
			sha_temp[5] <= h5;
			sha_temp[6] <= h6;
			sha_temp[7] <= h7;
			cur_we <= 1;
			cur_addr <= temp_write_addr;
			cur_write_data <= h0;
			state <= WRITE;
	 end
    WRITE: begin
		if(offset < 8)begin
			cur_write_data <= sha_temp[offset+1];
			offset <= offset + 1;
			state <= WRITE;
		end
		else begin
		state <= IDLE;
		end
    end
   endcase
  end
assign done = (state == IDLE);
endmodule
==> flow/run.sh <==
#!/bin/bash
# OpenROAD 26Q1-2900-gdf79404cd8, Yosys 0.63+post, stock flow scripts
make -C /OpenROAD-flow-scripts/flow DESIGN_CONFIG=/design/flow/config.mk WORK_HOME=/design/flow/orfs finish
==> flow/config.mk <==
export PLATFORM = sky130hd
export DESIGN_NAME = simplified_sha256
export DESIGN_NICKNAME = simplified_sha256
export VERILOG_FILES = /design/flow/design.v
export SDC_FILE = /design/flow/constraint.sdc
export NUM_CORES = 4
export LEC_CHECK = 1
export CORE_UTILIZATION = 30
export SYNTH_HDL_FRONTEND = slang
export SYNTH_MEMORY_MAX_BITS = 65536
==> flow/constraint.sdc <==
current_design simplified_sha256

set clk_period 632.2
set clk_io_pct 0.2

create_clock -name clk0 -period $clk_period [get_ports {clk}]

set non_clock_inputs [all_inputs -no_clocks]
set_input_delay [expr $clk_period * $clk_io_pct] -clock clk0 $non_clock_inputs
set_output_delay [expr $clk_period * $clk_io_pct] -clock clk0 [all_outputs]
==> reports/metrics.yaml <==
cells_yosys: 17900
grt_overflow_total: 0
grt_antenna_before_repair: 45
cts_repair_resize_count: 0
largest_reg_flops: 3200
core_mm2: 1.04
regToRegEndpoint: "w[44][31]"
setup-violations-final: 0
chip_width_um: 1030
syn_to_final_growth_pct: 16.0
post_synthesis_cell_count: 17900
crit_path_max_fanout: 2
rrSetupSlack_ns: 619.76
startpoint_of_the_lowest_slack_register_to_register_path: "i[0]"
count_of_unresolved_drc_violations_after_routing: 0
final_layout_top_logic_cell: "sky130_fd_sc_hd__edfxtp_1"
via_count_of_the_first_global_routing_pass: 195000
syn-mean-instance-area_um2: 17.6
final_hold_violations: 0
post-route-util: 0.349
worst_margin_pin_slew_ns: 1.31
detail-route-antenna-nets: 0
detail_route.wirelength_um: 1030000
worstSetupStartpointType: "clock port"
ioPinCount: 118
final.setup.worst_slack_ns: 189.02
grt_start_max_net_pins: 109
sequential_cell_area_fraction_in_the_yosys_report: 0.586
slew-limit-headroom: 0.113
vdd.ir_drop.worst_mv: 0.0115
grt_setup_unrepaired: "no"
yosys_register_bits: 6126
netlist-cell-type-count: 89
port_bufs: 117
dr_total_vias: 187000
log.warning_count: 65
placement_row_count: 375
cell_area_after_synthesis_mm2: 0.314
registers.top_by_ff_count: "message"
routed_vias_inst: 5.36
dpl.hpwl_um: 681000
cts-hold-fix-buffers: 0
routed_wire_length_per_instance_um: 29.6
clock_skew_ns: 0.124
hp-class: "reg -> reg"
largest_registers: "message: 3200 flops, w: 2048 flops, sha_temp: 256 flops"
grt_pass1_wl_um: 1450000
ratio_of_cells_with_drive_above_1_in_the_final_layout: 0.254
worst_r2r_path_depth: 31
post-synth-top-area-fraction: 0.585
track_usage: 0.208
topCellsByArea: "sky130_fd_sc_hd__edfxtp_1 58%, sky130_fd_sc_hd__mux4_2 23%, sky130_fd_sc_hd__mux2i_1 3.0%"
die_h_um: 1030
arrival_ns: 316.74
static_leakage_uw: 0.121
initialDrtViolationCount: 15300
fp_util: 0.301
yosysChipArea_mm2: 0.314
detail_route.first_pass.iterations: 8
ys_async_sr_fraction: 0.00131
post-cts-setup-buffers: 0
fp.dieArea_mm2: 1.05
final_layout_top_logic_cells: "6,112 x sky130_fd_sc_hd__edfxtp_1, 3,215 x sky130_fd_sc_hd__mux4_2, 2,177 x sky130_fd_sc_hd__conb_1, 926 x sky130_fd_sc_hd__mux2i_1, 885 x sky130_fd_sc_hd__nand2_1"
place_ws_ns: 189.29
gp_congestion: 0.986
cts_tree: "done"
critical_path_class: "clk -> out"
yosys_top_cell_by_area: "sky130_fd_sc_hd__edfxtp_1"
final_max_slew_viol_count: 0
setup_total_negative_slack_ns: 0
startpoint: "clk"
crit_end: "mem_clk"
cap_viol_max_count: 0
postSynth.topFlopCell: "sky130_fd_sc_hd__edfxtp_1"
critPathRequiredTime_ns: 505.76
outcome: "finished, final reports clean"
synth_warnings: 0
clk_pin_slew_ns: 0.06
worstSetupEndpointType: "output port"
fin_hold_ws_ns: 0.427
edf_count: 6112
clkLatencyLatePin_ns: 1.25
power_per_cell_area_mw_per_mm2: 3.95
==> cells in the mapped netlist, types with 20 or more instances <==
cell type                  number
sky130_fd_sc_hd__edfxtp_1    6112
sky130_fd_sc_hd__mux4_2      3215
sky130_fd_sc_hd__mux2i_1      931
sky130_fd_sc_hd__nand2_1      892
sky130_fd_sc_hd__nor2_1       653
sky130_fd_sc_hd__a21oi_1      626
sky130_fd_sc_hd__clkbuf_1     619
sky130_fd_sc_hd__o21ai_0      437
sky130_fd_sc_hd__ha_1         424
sky130_fd_sc_hd__xnor2_1      390
sky130_fd_sc_hd__inv_1        381
sky130_fd_sc_hd__buf_2        267
sky130_fd_sc_hd__buf_1        222
sky130_fd_sc_hd__xor2_1       212
sky130_fd_sc_hd__fa_1         198
sky130_fd_sc_hd__a21o_1       178
sky130_fd_sc_hd__o22ai_1      177
sky130_fd_sc_hd__buf_4        162
sky130_fd_sc_hd__o221ai_1     140
sky130_fd_sc_hd__and2_1       134
sky130_fd_sc_hd__nand3_1      129
sky130_fd_sc_hd__nor3_1       128
sky130_fd_sc_hd__o211ai_1     113
sky130_fd_sc_hd__nand2b_1      94
sky130_fd_sc_hd__a211oi_1      88
sky130_fd_sc_hd__mux2_2        85
sky130_fd_sc_hd__and3_1        84
sky130_fd_sc_hd__a31oi_1       82
sky130_fd_sc_hd__o21a_1        70
sky130_fd_sc_hd__a311oi_1      54
sky130_fd_sc_hd__nor2b_1       44
sky130_fd_sc_hd__o21bai_1      44
sky130_fd_sc_hd__or3_1         36
sky130_fd_sc_hd__nand4_1       34
sky130_fd_sc_hd__a22o_1        32
sky130_fd_sc_hd__o31ai_1       31
sky130_fd_sc_hd__o311ai_0      26
sky130_fd_sc_hd__or2_2         26
sky130_fd_sc_hd__a21boi_0      24
sky130_fd_sc_hd__o32ai_1       20
==> worst min path at each step <==
stage	end	slack, ns	start	cells past startpoint
4_1_cts	sha_temp[6][0]	0.43	h6[0]	0
5_1_grt	sha_temp[6][0]	0.44	h6[0]	0
6_report	sha_temp[6][0]	0.43	h6[0]	0
==> cell type report <==
class	instances	area [um2]
Tap cell	13900	17500
Fill cell	96800	679000
Sequential cell	6126	184000
Inverter	389	1510
Clock inverter	371	3730
Antenna cell	31	77.6
Multi-Input combinational cell	12300	133000
Timing Repair Buffer	904	7410
Clock buffer	794	17500
==> routing by layer <==
layer	global-route usage	wire length, um	vias to the layer above
met5	0.0295	4230	-
met4	0.101	66100	83
met3	0.167	187000	2482
met2	0.291	451000	12400
met1	0.227	324000	94200
li1	-	-	77300
==> power breakdown <==
part           switching (uW)  internal, uW  leakage [uW]
combinational             356           215        0.0548
clock                     162           225        0.0103
sequential               4.28           476        0.0557
total                     523           916         0.121
==> critical path, cell delays in order <==
cell	delay (ns)
sky130_fd_sc_hd__clkbuf_16	0.12
sky130_fd_sc_hd__clkbuf_16	0.13
sky130_fd_sc_hd__clkdlybuf4s50_1	0.39
==> kinds of logic (layout without fill, tap and decap cells) <==
kind of cell,Yosys count,count (layout),synth area share
DFF,6126,6126,0.586
muxes,4238,4238,0.264
AOI/OAI and AO/OA,2325,2325,0.0481
adders and majority gates,625,625,0.0296
xor gates and xnor gates,606,606,0.0170
buffers and inverters,1668,2458,0.0232
other,1,2208,0.0000119
and+or+nand+nor,2299,2299,0.0326
==> per-stage QoR <==
step                total power [uW]  area, um2  cells
floorplan                        852     322000  20100
global placement                1050     343000  33600
detailed placement              1050     343000  33600
CTS                             1440     364000  34800
global route                    1510     364000  34800
finish                          1440     364000  34800
Power and IR drop assume default switching activity.
